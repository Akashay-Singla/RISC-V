$ cat design/flow/run.sh
#!/bin/bash
# OpenROAD 26Q1-2900-gdf79404cd8, Yosys 0.63+post, stock flow scripts
make -C /OpenROAD-flow-scripts/flow DESIGN_CONFIG=/design/flow/config.mk WORK_HOME=/design/flow/orfs finish
$ cat design/flow/constraint.sdc
current_design Reg_file

set clk_period 11.1
set clk_io_pct 0.2

create_clock -name clk0 -period $clk_period [get_ports {clk}]

set non_clock_inputs [all_inputs -no_clocks]
set_input_delay [expr $clk_period * $clk_io_pct] -clock clk0 $non_clock_inputs
set_output_delay [expr $clk_period * $clk_io_pct] -clock clk0 [all_outputs]
$ cat design/flow/design.v
module Reg_file(input clk, Wen, 
input [4:0] Rs1_addr,Rs2_addr, Rd_addr,
input [63:0] write_data,
output [63:0] Rs1_data,Rs2_data);
reg signed[63:0] register[31:0];  
integer  i;
initial begin
  for(i=0;i<32;i++)begin
    if(i==5'b10100) begin    
      register[i] = 64'h456701023D2;
    end
    else if(i== 5'b10101 )begin  
     register[i]= 64'h012005C2;
    end
    else if(i== 5'b01010)begin   
      register[i] = 64'h0000000000000FFF;
    end
    else if(i== 5'b00110)begin   
      register[i] <= 64'h0000000000000008;
    end
    else if(i== 5'b00111)begin   
      register[i] <= 64'h0000000000000004;
    end
   else if(i== 5'b00100)begin   
      register[i] <= 64'h0000000000000007;
    end
     else if(i== 5'b00011)begin   
      register[i] <= 64'h0000000000000003;
    end
      else if(i== 5'b11101)begin   
      register[i] = 64'h0000000000000004;
    end   
     else if(i== 5'b11100)begin   
      register[i] <= 64'h0000000000000002;
    end  
      else if(i== 5'b11010)begin   
      register[i] <= 64'h0000000000000005;
    end
      else if(i== 5'b11001)begin   
      register[i] <= 64'h0000000000000009;
    end
    else begin
      register[i]=64'd0;  
    end
  end
end
 assign Rs1_data = register[Rs1_addr];   
 assign Rs2_data = register[Rs2_addr];   
always @(Rs1_data or Rs2_data) begin
end
always @(posedge clk)begin
  if(Wen)begin
  register[Rd_addr] = write_data; 
end
end
endmodule
$ cat design/flow/config.mk
export PLATFORM = sky130hd
export DESIGN_NAME = Reg_file
export DESIGN_NICKNAME = Reg_file
export VERILOG_FILES = /design/flow/design.v
export SDC_FILE = /design/flow/constraint.sdc
export NUM_CORES = 4
export LEC_CHECK = 1
export CORE_UTILIZATION = 30
==> impl_metrics.ini <==
; flow metrics
[worst_setup_path]
crit_family = buffers and inverters
arrival_ns = 6.39
required_ns = 8.88
critical_path.max_stage_delay_ns = 0.68
critPathBufInv = 6
startpoint_type = input pin
worst-path-max-fanout = 76
path_cells = buf_8, buf_4, buf_4, mux4_2, nand2_1, a32o_1, a221oi_1, buf_4, buf_4, clkdlybuf4s50_1
worstSetupEndpointType = output pin
crit_cells = 10
path_class = input pin to output pin
crit_top_cell = buf_4
crit_slowest_cell = buf_4

[routing]
avgRoutedWirePerCell_um = 33.7
totalWireLength_um = 303000
drc = 0
drt-initial-drc-count = 3309
vias = 50100
viasPerCell = 5.58
ant_nets = 0
firstDrtPassIters = 5

[run]
warnings = 26
cap_viol_max_count = 0

[yosys]
postSynthSeqShare_pct = 65.4
ys_types = 39
top_cell = edfxtp_1
edf_count = 2048
synthCells = 4313
area_leaders = edfxtp_1 65%, mux4_2 25%, mux2i_1 3.9%
ys_warn_count = 1
synth_top_area_share_pct = 65.4
ys.flops = 2048
netlist_top_cells_count = 2048 x edfxtp_1, 1039 x mux4_2, 362 x mux2i_1
synthFlopType = edfxtp_1
avgSynthCellArea_um2 = 21.8
yosys_area_um2 = 94100
yosysTopAreaCell = edfxtp_1
syn_area_um2 = 94100
async_reset_ff_share_pct = 0
yosysCellCount = 4313

[die]
fp-utilization_pct = 30.2
die_x_um = 562
fp-row-count = 205
ios = 209
coreArea_um2 = 312000
die-area_um2 = 316000
fp.dieH_um = 562

[finish]
reg.largest.list = register: 2048 flops
largest_reg_flops = 2048
final-comb-area_um2 = 31100
top_register = register
seqCellArea_um2 = 61500
fillers = 28400
layout-drive-gt1-share_pct = 35.7
area_delta_synth_final_pct = 15.8

[sta]
min_period_ns = 8.61
timing.slew.headroom_pct = 21.8
worst_pin_slew_ns = 1.17
fmax_ghz = 0.116
period_used_pct = 77.5
setup_viol = 0
maxSlewViolCount = 0
rsz0062_at_grt = false
setup_tns_ns = 0
finalHoldViolCount = 0

[clock_network]
clk_pin_slew_ns = 0.06
h-tree-depth = 4
cts_tree = yes
clockRootBuffer = clkbuf_16
cts_buffers = 217
max-clock-path-buffers = 4
cts_resized = 0
post-cts-setup-buffer-count = 0
hold_buffers = 0
cts_sinks = 2048

[global_route]
grt_usage_pct = 20.7
gr-total-overflow = 0
grt_antenna_before_repair = 19
grt_pass1_wl_um = 427000
grt_max_degree = 98
grt_pass1_vias = 57000

[power]
p_leak_nw = 34.0
power_density_nw_per_um2 = 158
ir_worst_vdd_mv = 0.126
p_total_mw = 17.2

[place]
portBuffers = 208
dp_hpwl_um = 177000
gp_congestion = 0.859

[hold_path]
holdPathStages = 1
min_path_type = input pin to flip-flop

[run_status]
outcome = completed
[power by group]
group / switching [mW] / internal [mW]
logic: 0.854 / 0.710
registers: 0.0373 / 8.61
clock network: 3.02 / 4.00
total: 3.91 / 13.3
[area by class of cell]
class                   instances  share of cell area (%)
inverters                       1                  0.0103
flip-flops and latches       2048                    56.4
multi-input cells            1917                    28.5
repair buffers                496                    4.10
well taps                    4140                    4.75
clock inverters               119                   0.988
diodes                          4                 0.00918
clock buffers                 265                    5.17
[metal layers]
layer / routed length [um] / share of wire, % / track usage [%] / up-vias
li1: - / - / - / 20000
met3: 61200 / 20 / 19.0 / 610
met2: 140000 / 46 / 30.5 / 3935
met1: 90700 / 30 / 21.1 / 25600
met5: 1200 / 0.40 / 2.45 / -
met4: 10300 / 3.4 / 5.40 / 56
[worst paths after layout]
| check | start | end | slack, ns |
|---|---|---|---|
| worst max-delay path | Rs1_addr[1] | Rs1_data[46] | 2.49 |
| worst min-delay path | write_data[39] | register[22][39] | 1.94 |
[through the flow]
step	utilization (%)	setup WS (ns)	cell area (um^2)	cells	hold WS (ns)
final	34.9	2.49	109000	8990	1.94
after global placement	32.8	2.00	102000	8600	2.83
after detailed placement	32.8	2.34	102000	8601	2.83
after floorplan	-	5.04	94100	4313	2.32
after global routing	34.9	2.42	109000	8988	1.93
after CTS	34.9	2.33	109000	8985	1.88
[placed cells by master (no fill, tap or decap), types with 12 or more instances in the layout]
cell                n
clkdlybuf4s50_1   198
nor2b_1            12
nand2_1            87
mux4_2           1039
o22ai_1            38
a32o_1             38
buf_4             275
mux2_2             56
clkbuf_16         218
o21a_1             22
a22oi_1            18
clkinv_2           36
a22o_1             33
nor2_4             35
a221oi_1           92
clkbuf_1           47
edfxtp_1         2048
mux2i_1           362
clkinv_1           51
bufinv_16          18
buf_12             16
[logic make-up (layout without fill, tap and decap cells)]
family / count (synthesis) / in the layout / synth area share, %
simple gates: 184 / 184 / 0.880
flops: 2048 / 2048 / 65.4
mux: 1457 / 1457 / 29.4
other cells: 0 / 4 / 0
compound gates: 276 / 276 / 2.44
buf+inv: 348 / 881 / 1.93
