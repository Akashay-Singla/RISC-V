==> design/flow/design.v <==
module ALU_64bit_A(input[3:0] Alu_opr,
                       input signed [63:0] IP_data1,IP_data2,
                       output signed [63:0] OP_data,
                       output is_br_taken);
    assign OP_data = (Alu_opr == 4'b0000 || Alu_opr == 4'b1011)? (IP_data1 + IP_data2): (Alu_opr == 4'b0001) ? (IP_data1 - IP_data2) : (Alu_opr == 4'b0010) ? (IP_data1 << IP_data2) :
              (Alu_opr == 4'b0011)? (IP_data1 ^ IP_data2): (Alu_opr == 4'b0100)? (IP_data1 >> IP_data2): (Alu_opr == 4'b0110)? (IP_data1 | IP_data2):
              (Alu_opr==4'b0111)? (IP_data1 & IP_data2): 64'bz;
       assign is_br_taken = (Alu_opr==4'b0111)? ((IP_data1 === IP_data2)? 1'b0: 1'b1): (Alu_opr == 4'b1000)?
              ((IP_data1 != IP_data2) ? 1'b0: 1'b1):(Alu_opr == 4'b1001)? ((IP_data1 < IP_data2)? 1'b0: 1'b1): (Alu_opr == 4'b1010)?
              ((IP_data1 >= IP_data2)? 1'b0: 1'b1): (Alu_opr == 4'b1011)? 1'b0 :1'b1;
endmodule
module ALU_64bit_B(input[3:0] Alu_opr,
                       input signed [63:0] IP_data1,IP_data2,
                       output signed [63:0] OP_data);
    assign OP_data = (Alu_opr == 4'b0000)? (IP_data1 + IP_data2): (Alu_opr == 4'b0001) ? (IP_data1 - IP_data2) : (Alu_opr == 4'b0010) ? (IP_data1 << IP_data2) :
              (Alu_opr == 4'b0011)? (IP_data1 ^ IP_data2): (Alu_opr == 4'b0100)? (IP_data1 >> IP_data2): (Alu_opr == 4'b0110)? (IP_data1 | IP_data2):
              (Alu_opr==4'b0111)? (IP_data1 & IP_data2): 64'bz;
endmodule
==> design/flow/run.sh <==
#!/bin/bash
# OpenROAD 26Q1-2900-gdf79404cd8, Yosys 0.63+post, stock flow scripts
make -C /OpenROAD-flow-scripts/flow DESIGN_CONFIG=/design/flow/config.mk WORK_HOME=/design/flow/orfs finish
==> design/flow/constraint.sdc <==
current_design ALU_64bit_A

set clk_period 29.4
set clk_io_pct 0.2

create_clock -name clk0 -period $clk_period

set non_clock_inputs [all_inputs -no_clocks]
set_input_delay [expr $clk_period * $clk_io_pct] -clock clk0 $non_clock_inputs
set_output_delay [expr $clk_period * $clk_io_pct] -clock clk0 [all_outputs]
==> design/flow/config.mk <==
export PLATFORM = sky130hd
export DESIGN_NAME = ALU_64bit_A
export DESIGN_NICKNAME = ALU_64bit_A
export VERILOG_FILES = /design/flow/design.v
export SDC_FILE = /design/flow/constraint.sdc
export NUM_CORES = 4
export LEC_CHECK = 1
export CORE_UTILIZATION = 40
==> run summary <==
Status on the layout run. The flow ran to the end, and the final reports show no timing, DRC or antenna violations. Maximum VDD drop landed at 0.00000995 V. The final critical path takes up 63.0% of the cycle. Synthesized netlist cell count landed at 3125.

Number of rows created at floorplan landed at 83. In the final layout, the clock buffer count is 0. The worst setup path is captured at a primary output.

Power per unit of standard cell area landed at 20.7 nW/µm². STA puts the critical path data required time at 23520 ps. There are 0 flip-flops and latches. The number of global-route vias before repair is 26.3k. Pin placement for this block handled 197 I/O pins. Total number of vias landed at 28.3k.

Total count of hold-check failures in the final report landed at 0. The cell area that synthesis handed to floorplanning was 20800 µm². Minimum period implied by the final worst setup slack landed at 18530 ps. Longest individual stage delay on the worst path landed at 1090 ps.

Layout-stage area growth over the synthesis result landed at 12.1%. The run reported a max-capacitance violation count of 0. After synthesis, the cell types taking the most area are ha_1 (12%), mux4_2 (11%), a21oi_1 (7.8%). The die is 230 µm wide. Using the TritonRoute via totals, the vias-per-cell ratio works out to 7.38. The critical path goes through clkdlybuf4s50_1 > inv_1 > ha_1 > nand2_1 > nor4_1 > o21ai_0 > a211oi_1 > nand3_1 > a211oi_1 > nor2_1 > o221a_2 > xnor2_1 > a2111oi_1 > clkdlybuf4s50_1. In the hold report, the worst path ends at OP_data[1].

Number of failing setup endpoints in the final timing report landed at 0. Post-CTS repair changed the size of 0 cells. The most common logic cell in the final layout is nor2_1. After synthesis, the largest area contributor takes up 11.5% of total cell area. Number of antenna violations at the first check in global routing landed at 10. The stage logs contain a warning count of 160. Remaining number of nets flagged by the antenna check after routing landed at 0.

Setup repair after global routing left no endpoint under its margin. Post-layout total power landed at 0.484 mW. Setup total negative slack on the finished layout was measured at 0 ps. The Yosys step of the flow raised 2 warnings. Of the total power, the share spent switching nets is 64.0%.

After global routing the overflow that remains totals 0. The critical path is of the input pin to primary output type. For this design, the slowest cell found on the critical path is clkdlybuf4s50_1. Of all nets on the critical path, the largest fanout is 13. Per the Yosys statistics, synthesis produced 3125 cells. Hold-critical path depth landed at 5. Cell leakage power landed at 9.11 nW. Before antenna repair, the detailed router went through 8 iterations. Number of buffers added on ports landed at 197. DRC marker count from the first detailed-route iteration landed at 4323. Post-synthesis chip area from yosys landed at 20800 µm². STA classifies the critical path startpoint as an input pin. The floorplan step defined a core boundary enclosing 51400 µm². At the floorplan stage, the core utilization is reported as 40.5%.

Highest attainable clock frequency landed at 54.0 MHz. Entering global routing, the biggest net connects 71 pins. At the pin with the least slew margin, the transition time is 1410 ps. Summing all flip-flop and latch instances after layout gives 0 µm². In this run the vertical extent of the chip is 230 µm.

Share of the yosys chip area belonging to registers landed at 0%. Internal power comes to 0.174 mW. The first global-routing pass estimated 193 mm of wire. The cell type that accounts for the most area after synthesis is ha_1.

Critical path data arrival time landed at 12650 ps. The worst hold path belongs to the class input pin to primary output. Per the hold report, the tightest min-delay path originates at IP_data2[1].

Net load switching power landed at 0.310 mW. Synthesized area per cell landed at 6.66 µm². After clock tree synthesis, the flow added hold-fix buffers numbering 0. Placer's final routability congestion estimate landed at 1.17. The post-route netlist has 9.96% of its cells at a drive strength greater than 1. Number of remaining DRC errors landed at 0. The top cell types in the final layout, fill and taps aside, are nor2_1 (377), a21oi_1 (324), nand2_1 (247), o21ai_0 (225), inv_1 (199). HPWL after detailed placement landed at 106 mm. Remaining max-slew budget at the tightest pin landed at 5.30%. Number of post-CTS setup repair buffers landed at 0. TritonRoute output was used to compute an average wire per cell of 35.8 µm. The chip occupies 52900 µm². After detailed routing, the total wire length is 137 mm. Post-synthesis cell type count landed at 98. Aggregate global-route resource usage landed at 51.6%. Number of pins exceeding their max-slew limit in the final report landed at 0.
[cells by family after synthesis]
logic type / Yosys count / share of synthesized area, %
AND-OR/OR-AND: 1171 / 37.8
adder cells (fa/ha/maj): 194 / 11.7
buffers and inverters: 481 / 9.38
XOR/XNOR: 12 / 0.505
AND/OR/NAND/NOR: 1028 / 22.7
multiplexers: 239 / 17.9
[power by group through the flow]
stage	clock network, mW	registers [mW]	logic (mW)
CTS	0	0	0.460
global route	0	0	0.504
[worst max-delay path: cells and delay by family]
family | cells | cell delay (ps)
AND-OR/OR-AND | 5 | 2540
AND/OR/NAND/NOR | 4 | 1660
buffers and inverters | 3 | 1760
XOR/XNOR | 1 | 130
adder cells (fa/ha/maj) | 1 | 680
[final cells by class]
type | instances | area [µm²]
fillers | 5200 | 28100
multi-input cells | 2644 | 18900
repair buffers | 302 | 2750
well taps | 680 | 851
inverters | 207 | 781
diodes | 5 | 12.5
[metal layers]
metal,up-vias,GRT usage [%],share of wire (%)
met1,13300,67.6,38
li1,11900,-,-
met3,519,28.7,17
met5,-,0.827,0.17
met2,2616,66.6,38
met4,12,27.8,7.2
[cell usage after synthesis, types with 21 or more instances]
library cell,n
buf_2,45
o21bai_1,42
nand2b_1,27
a22oi_1,39
mux4_2,103
o211ai_1,52
ha_1,192
a21o_1,34
buf_1,38
o21ai_0,225
mux2i_1,93
nor4_1,53
a221o_1,39
clkbuf_1,173
a221oi_1,26
nor2_1,377
inv_1,201
nor2b_1,28
nand4_1,32
nand3_1,62
o31ai_1,27
nand2_1,248
a21oi_1,325
o221ai_1,44
o22ai_1,30
a211oi_1,74
and2_1,21
a2111oi_0,23
a31oi_1,27
and3_1,22
nor3_1,111
mux2_2,43
[per-stage QoR]
step,cells,setup WS [ps],hold WS [ps],util [%],area (µm²)
floorplan,3125,13680,11890,-,20800
global placement,3832,11190,12890,45.3,23300
detailed placement,3832,11190,12910,45.3,23300
CTS,3832,11160,12920,45.3,23300
global route,3833,10910,12970,45.4,23300
finish,3838,10870,12930,45.4,23300
[worst max-delay path by stage]
stage / startpoint / endpoint / depth (start not counted)
4_1_cts: IP_data1[31] / OP_data[61] / 14
5_1_grt: IP_data1[31] / OP_data[61] / 14
6_report: IP_data1[31] / OP_data[61] / 14
Power figures rest on the tool's default switching activity, not on a simulated workload.
