==> ./design.v <==
module ALU_64bit_RISCV(input[3:0] Alu_opr,
                       input signed [63:0] IP_data1,IP_data2,
                       output signed [63:0] OP_data,
                       output is_br_taken);
   assign OP_data = (Alu_opr == 4'b0000 || Alu_opr == 4'b1011)? (IP_data1 + IP_data2): (Alu_opr == 4'b0001) ? (IP_data1 - IP_data2) : (Alu_opr == 4'b0010) ? (IP_data1 << IP_data2) :
              (Alu_opr == 4'b0011)? (IP_data1 ^ IP_data2): (Alu_opr == 4'b0100)? (IP_data1 >> IP_data2): (Alu_opr == 4'b0110)? (IP_data1 | IP_data2):
              (Alu_opr==4'b0111)? (IP_data1 & IP_data2): 64'bz;
       assign is_br_taken = (Alu_opr==4'b0111)? ((IP_data1 == IP_data2)? 1'b0: 1'b1): (Alu_opr == 4'b1000)?
              ((IP_data1 != IP_data2) ? 1'b0: 1'b1):(Alu_opr == 4'b1001)? ((IP_data1 < IP_data2)? 1'b0: 1'b1): (Alu_opr == 4'b1010)?
              ((IP_data1 >= IP_data2)? 1'b0: 1'b1): (Alu_opr == 4'b1011)? 1'b0 : 1'b1;
endmodule
==> ./run.sh <==
#!/bin/bash
# OpenROAD 26Q1-2900-gdf79404cd8, Yosys 0.63+post, stock flow scripts
make -C /OpenROAD-flow-scripts/flow DESIGN_CONFIG=/design/flow/config.mk WORK_HOME=/design/flow/orfs finish
==> ./config.mk <==
export PLATFORM = sky130hd
export DESIGN_NAME = ALU_64bit_RISCV
export DESIGN_NICKNAME = ALU_64bit_RISCV
export VERILOG_FILES = /design/flow/design.v
export SDC_FILE = /design/flow/constraint.sdc
export NUM_CORES = 4
export LEC_CHECK = 1
export CORE_UTILIZATION = 30
==> ./constraint.sdc <==
current_design ALU_64bit_RISCV

set clk_period 29.4
set clk_io_pct 0.2

create_clock -name clk0 -period $clk_period

set non_clock_inputs [all_inputs -no_clocks]
set_input_delay [expr $clk_period * $clk_io_pct] -clock clk0 $non_clock_inputs
set_output_delay [expr $clk_period * $clk_io_pct] -clock clk0 [all_outputs]
==> results.cfg <==
; implementation run metrics
[status]
outcome = finished, final reports clean

[placed_design]
dpl.hpwl_um = 110000
place_area_sq_mm = 0.0237
placed_cells = 4093
gp_congestion = 1.17
port-buffer-count = 197

[route]
route.vias.total = 27600
detail_route.first_pass.iterations = 8
viasPerCell = 6.74
drt-initial-drc-count = 3988
drc = 0
wl_um = 139000
ant_nets = 0
routedWlPerCell_um = 33.9

[logic_synthesis]
ys_cells = 3125
ys_warn_count = 1
ys_sh_simple_pct = 22.7
common_cells = nor2_1, a21oi_1, nand2_1
synth.area.mux_share_pct = 17.9
ys_seq_share_pct = 0
most_common_cell = nor2_1
avgSynthCellArea_sq_um = 6.66
synth_area_sq_mm = 0.0208
synthCells = 3125
ys_area_sq_mm = 0.0208
synth.distinct_cells = 98
synth-xor-area-share_pct = 0.505
aoi_share_pct = 37.8
topCombFamilyByArea = AND-OR/OR-AND gates
ys_sh_adder_pct = 11.7
top_area_cell = ha_1
area_leaders = ha_1, mux4_2, a21oi_1
top_cell_area_share_pct = 11.5

[global_route]
grt_max_degree = 69
grt_pass1_wl_um = 195000
gr-total-overflow = 0
grtUsageTotal_pct = 39.2
grt_pass1_vias = 25300
antenna_found_initial = 6

[layout]
clkbuf_count = 0
flop_area_sq_um = 0
fillers = 7494
drive_gt1_share_pct = 10.3
syn2layout_area_growth_pct = 14.0
instances_no_fill = 4097
flops = 0
final_cell_area_sq_mm = 0.0237

[clock_tree]
cts_setup_buffers = 0
ctsHoldBuffers = 0
ctsResizeCount = 0

[sta]
max_freq_mhz = 55.7
min_period_over_period_pct = 61.1
rsz0062_at_grt = no
final_max_slew_viol_count = 0
worst_slew_pin_slew_ns = 1.26
fin_crit_ns = 17.96
holdWs_ns = 13.04
hold_viol = 0
setup_viol = 0
relSlewSlack_pct = 14.0
setup_tns_ns = 0

[setup_path]
critical_path_class = in2out
cp_max_fo = 9
slowest_delay_ns = 0.88
cpMaxStageDelayCell = a211oi_1
crit_required_ns = 23.52
path_cells = clkdlybuf4s50_1, inv_1, ha_1, nand2_1, nor4_1, o21ai_0, a211oi_1, nand3_1, a211oi_1, nor2_1, o221a_2, xnor2_1, a2111oi_1, clkdlybuf4s50_1
crit_path_end_kind = output port
arrival_ns = 12.08
worst_setup_path_start_kind = input port

[run]
cap_violations = 0
warnings = 160

[die]
io-pin-count = 197
die_y_um = 265
coreArea_sq_mm = 0.0686
row_count = 96
fp_util_pct = 30.3
fp.dieW_um = 265
chip_area_sq_mm = 0.0704

[power_and_ir_drop]
totalPowerFinal_mw = 0.486
intPower_mw = 0.176
swShare_pct = 63.8
p_leak_nw = 9.16
p_sw_mw = 0.310
p_per_area_mw_per_mm2 = 20.5
peakVddDrop_mv = 0.00892

[hold_path]
min_path_type = in2out
per-layer routing:
| layer | GRT usage [%] | share of wire [%] |
|---|---|---|
| met1 | 55.4 | 41 |
| met2 | 56.4 | 42 |
| met3 | 10.9 | 12 |
| met4 | 15.9 | 5.3 |
| met5 | 0.208 | 0.040 |
power by group through the flow:
stage | sequential [mW] | combinational (mW) | clock (mW)
CTS | 0 | 0.468 | 0
global route | 0 | 0.510 | 0
path summary, 6_finish.rpt:
check	depth (start not counted)	endpoint	from
worst max-delay path	14	OP_data[61]	IP_data1[36]
worst min-delay path	6	OP_data[1]	IP_data2[1]
final cells by class:
| cell class | instances | area, sq um | share of cell area, % |
|---|---|---|---|
| multi-input cells | 2644 | 18900 | 79.9 |
| repair buffers | 311 | 2820 | 11.9 |
| well taps | 931 | 1160 | 4.91 |
| inverters | 207 | 781 | 3.29 |
| diodes | 4 | 10.0 | 0.0422 |
stage by stage:
step | setup WS [ns] | util, %
floorplan | 13.68 | -
global placement | 11.62 | 34.6
detailed placement | 11.64 | 34.6
CTS | 11.63 | 34.6
global route | 11.48 | 34.6
finish | 11.44 | 34.6
logic make-up (layout without fill, tap and decap cells):
kind of cell             after synthesis  count (layout)
AND-OR/OR-AND                       1171            1171
AND/OR/NAND/NOR                     1028            1028
buffers and inverters                481             518
multiplexers                         239             239
adder cells (fa/ha/maj)              194             194
XOR/XNOR                              12              12
other                                  0               4
layout by cell type, fill, tap and decap left out, drive strengths merged, types with 42 or more instances in the layout:
| master | netlist | layout |
|---|---|---|
| mux2 | 43 | 43 |
| inv | 203 | 203 |
| a21oi | 329 | 329 |
| nand3 | 62 | 62 |
| nor3 | 113 | 113 |
| nor2 | 378 | 378 |
| buf | 101 | 118 |
| o21ai | 232 | 232 |
| ha | 192 | 192 |
| mux2i | 93 | 93 |
| clkdlybuf4s50 | 0 | 192 |
| a211oi | 76 | 76 |
| o211ai | 54 | 54 |
| mux4 | 103 | 103 |
| o21bai | 42 | 42 |
| nor4 | 53 | 53 |
| o221ai | 44 | 44 |
| nand2 | 248 | 248 |
critical path, delay by kind of cell:
family / cells / cell delay, ns
adder cells (fa/ha/maj): 1 / 0.54
AND/OR/NAND/NOR: 4 / 1.27
buffers and inverters: 3 / 1.71
AND-OR/OR-AND: 5 / 2.54
XOR/XNOR: 1 / 0.12
Power and IR drop assume default switching activity.
